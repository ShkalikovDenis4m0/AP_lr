### ./run.sh
#!/bin/bash
# OpenROAD 26Q1-2900-gdf79404cd8, Yosys 0.63+post, stock flow scripts
make -C /OpenROAD-flow-scripts/flow DESIGN_CONFIG=/design/flow/config.mk WORK_HOME=/design/flow/orfs finish
### ./config.mk
export PLATFORM = sky130hd
export DESIGN_NAME = apb_master
export DESIGN_NICKNAME = apb_master
export VERILOG_FILES = /design/flow/design.v
export SDC_FILE = /design/flow/constraint.sdc
export NUM_CORES = 4
export LEC_CHECK = 1
export CORE_UTILIZATION = 40
### ./constraint.sdc
current_design apb_master

set clk_period 1.8
set clk_io_pct 0.2

create_clock -name clk0 -period $clk_period [get_ports {PCLK}]
create_clock -name clk1 -period $clk_period [get_ports {PREADY}]

set non_clock_inputs [all_inputs -no_clocks]
set_input_delay [expr $clk_period * $clk_io_pct] -clock clk0 $non_clock_inputs
set_output_delay [expr $clk_period * $clk_io_pct] -clock clk0 [all_outputs]
### ./design.v
module apb_master
(
  input wire PCLK,   
  input wire PWRITE_MASTER,   
  output reg PSEL = 0,  
  input wire [31:0] PADDR_MASTER,   
  input wire [31:0] PWDATA_MASTER,  
  output reg [31:0] PRDATA_MASTER = 0, 
  output reg PENABLE = 0,  
  input wire PRESET,  
  input wire PREADY,  
  output reg [31:0] PADDR = 0,  
  output reg [31:0] PWDATA = 0,  
  input wire [31:0] PRDATA, 
  output reg PWRITE = 0     
);
function void apb_write(input [31:0] inp_addr, input [31:0] inp_data);  
begin
 PADDR = inp_addr;   
 PWDATA = inp_data;  
 PWRITE = 1'd1;    
 PSEL = 1'd1;   
 PENABLE = 1'd1;    
 if(PREADY)
 begin
  PSEL = !PSEL;                 
  PENABLE = !PENABLE;   
 end
end
endfunction
function void apb_read(input [31:0] inp_addr);  
begin
 if(!PREADY)
 begin
  PADDR = inp_addr;  
  PWRITE = 1'd0;
  PSEL = 1'd1;
  PENABLE = 1'd1;
 end
 else if(PREADY)
 begin
  PSEL = !PSEL;
  PENABLE = !PENABLE;
 end
end
endfunction
always @(posedge PCLK) 
begin
  if(PRESET)  
  begin
   PADDR <= 32'b0;
   PWDATA <= 32'b0;
   PWRITE <= 1'b0;
   PSEL <= 1'b0;
   PENABLE <= 1'b0;
   PRDATA_MASTER <= 1'b0;
  end
  else if (!PWRITE_MASTER)  
  begin
    apb_read(PADDR_MASTER);  
  end
  else if (PWRITE_MASTER)  
  begin
    apb_write(PADDR_MASTER, PWDATA_MASTER);
  end
 end
always @(posedge PREADY)  
begin
 if (!PWRITE_MASTER)    
  begin
  PRDATA_MASTER <=PRDATA;  
  end
end
endmodule
==> GITHUB_STEP_SUMMARY <==
### Flow metrics

| Metric | Value |
|---|---|
| Complex Gates by Area | 9.42% |
| #FFs+latches synth | 67 |
| Filler-free cell count of the finished design | 531 |
| Core region area | roughly 7400 sq um |
| Sequential cell area fraction in the yosys report | between 40% and 50% |
| Critical path data required time | ~2.1 ns |
| Count of antenna diodes in the layout | 0 |
| Total cell area reported by yosys after synthesis | 3110 sq um |
| Most common cell type on the critical path | clkbuf_8 |
| Count of hold buffers inserted by post-cts repair | 0 |
| Met2 track demand over resource in global routing | 18.1% |
| Cell internal pwr | about 0.0034 W |
| Overall die area | slightly above 8000 sq um |
| Gates resized, CTS repair | 0 |
| Final tally of max-slew violations | 0 |
| Number of placement rows | 31 |
| Slowest cell on the critical path | clkbuf_8 |
| Total non-filler cell area in the finished layout | 4610 sq um |
| Post-route antenna net violation count | 0 |
| OpenROAD warnings | 129 |
| Syn Area/Cell | ~11 sq um |
| Buffer count from post-CTS setup fixing | 0 |
| Crit path capture type | register |
| Hold WC Path Type | clk2reg |
| Placer's final routability congestion estimate | roughly 0.70 |
| Violation count after the first detailed-routing iteration | 69 |
| Pre-CTS setup slack | 0.381 ns |
| Placed Cells incl. Taps | 500 |
| Routed via count divided by cell count | between 4 and 5 |
| Switch share | 30.3% |
| Post-detailed-route wirelength per cell | 13.4 um |
| Kind of launch point of the worst setup path | clock port |
| Synthesized-area fraction occupied by adder cells | 0% |
| Status | completed |
| Arrival time of data at the critical path endpoint | around 1.8 ns |
| Number of distinct library cells after synthesis | 16 |
| Area growth, synth to finish | 48.1% |
| Main logic family after synthesis | simple AND/OR/NAND/NOR gates |
| Combinational group share of total power | 14.8% |
| Summed instance area of the synthesized netlist | 3110 sq um |
| Pwr per Cell Area | 1070 nW/um^2 |
| Tally of max-capacitance violations | 0 |
| Final setup skew | 0 ns |
| Clk pin slew, worst setup/hold paths | 0.06 ns |
| Fin Hold WS | 0.130 ns |
| Worst path max stage delay | 0.18 ns |
| Post-synth mux share | 10.3% |
| Met3 routing resource usage after global routing | 13.7% |
| Synth warnings | 65 |
| Unrepaired setup endpoints after global routing | false |
| Highest fanout seen on the critical path | 9 |
| Most frequent standard cell in the layout excluding fill and tap cells | clkdlybuf4s50_1 |
| Number of hold violations in the final report | 0 |
| Clk network pwr share | between 40% and 50% |
| Final-report setup violation count | 0 |
| Share of layout cells above drive strength 1 | 14.6% |
| Cell breakdown of the critical path | clkbuf_8 > clkbuf_8 > and2b_4 > clkbuf_8 > clkbuf_8 > o21ai_1 |
| Die Width | 90.2 um |
| Number of cell instances after yosys synthesis | just under 300 |
| Largest net degree at the start of global routing | 100 |
| CTS tree | done |
| Synthesized instance count | ~290 |
| GR met1 Demand/Resource | about 23% |
| Layer with the highest usage after global routing | met1 |
| Via count of the first global-routing pass | 2481 |
| Sequential cell fraction of total power | 37.5% |
| Setup CP Type | clk2reg |
| Number of antenna violations at the first check in global routing | 0 |
| Final HPWL DP | 4.21 mm |
| Chip height | 90.2 um |
| Wire length of the first global-routing pass | 10.9 mm |
| Basic Gates by Area | 22.6% |
| DR pass1 iterations | 6 |
| DRC violations left | 0 |
| Fillcell total | ~600 |
| Port buffer count | 133 |
| Worst ir drop on vdd | 0.000541 V |
| # IOs | 199 |
| Static Leak | between 1.5 and 2 nW |
| Vias | 2417 |
| Global-route usage over all layers | 17.2% |
| Total detailed-routing wirelength | approximately 7 mm |
| Xor+xnor area frac | 0% |
| Final sum of negative setup slack | 0 ns |
| Fp util | 42.2% |
| Final worst-path setup slack | between 0.2 and 0.3 ns |
| Switching pwr | 0.00149 W |
| Congestion Overflow GR | 0 |
| DP Area | 4260 sq um |
| Most used cells in the layout excluding fill and tap cells | clkdlybuf4s50_1, dfxtp_1, nor2_1 |
critical path, delay by kind of cell:
kind / cells / cell delay [ns]
buffers and inverters: 4 / 0.62
AND/OR/NAND/NOR: 1 / 0.16
AND-OR/OR-AND: 1 / 0.14
through the flow:
| stage | power (W) | utilization (%) |
|---|---|---|
| 3_3_place_gp | 0.00302 | 57.8 |
| 5_1_grt | 0.00527 | 62.5 |
| 6_report | 0.00493 | 62.5 |
| 3_5_place_dp | 0.00302 | 57.8 |
| 4_1_cts | 0.00507 | 62.5 |
| 2_1_floorplan | 0.00276 | - |
sequential cells by signal, indices dropped and copies added, names as in the netlist:
register	count
PADDR	32
PWDATA	32
PENABLE	1
PSEL	1
PWRITE	1
synthesized netlist by cell type (all sizes together):
library cell,number,area (sq um)
conb,1,3.75
nand2b,32,200
clkbuf,6,22.5
o21ai,32,273
and2b,1,10.0
dfxtp,67,1340
o21a,2,15.0
buf,50,427
a21oi,1,5.00
mux2i,32,320
nand4bb,32,360
nor2,35,131
worst paths after layout:
path	startpoint	end	slack, ns	depth (start not counted)
max	PREADY	PADDR[22]$_SDFFE_PP0P_	0.25	6
min	PREADY	PWRITE$_SDFFE_PP0P_	0.13	4
max reg2reg	PWDATA[1]$_SDFFE_PP0P_	PWDATA[1]$_SDFFE_PP0P_	1.18	2
min reg2reg	PWDATA[21]$_SDFFE_PP0P_	PWDATA[21]$_SDFFE_PP0P_	0.49	2
cells by family after synthesis:
group           count (synthesis)
simple gates                  100
flops                          67
buf+inv                        56
compound gates                 35
mux                            32
other cells                     1
power by group through the flow:
| stage | clock [W] | combinational, W | sequential [W] |
|---|---|---|---|
| 5_1_grt | 0.00260 | 0.000787 | 0.00188 |
| 6_report | 0.00236 | 0.000729 | 0.00185 |
| 4_1_cts | 0.00248 | 0.000739 | 0.00185 |
area by class of cell:
| type | instances | area (sq um) | area share (%) |
|---|---|---|---|
| multi-input cells | 199 | 1440 | 31.2 |
| flip-flops and latches | 67 | 1340 | 29.1 |
| clock buffers | 23 | 287 | 6.22 |
| clock inverters | 8 | 57.6 | 1.25 |
| repair buffers | 135 | 1360 | 29.6 |
| well taps | 99 | 124 | 2.69 |
routing by layer:
| layer | wire (um) | vias up |
|---|---|---|
| li1 | - | 1204 |
| met1 | 3340 | 1074 |
| met2 | 2890 | 131 |
| met3 | 780 | 8 |
| met4 | 88 | 0 |
| met5 | 0 | - |
Power and IR drop assume default switching activity.
